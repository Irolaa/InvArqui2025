==> design/flow/run.sh <==
#!/bin/bash
# OpenROAD 26Q1-2900-gdf79404cd8, Yosys 0.63+post, stock flow scripts
make -C /OpenROAD-flow-scripts/flow DESIGN_CONFIG=/design/flow/config.mk WORK_HOME=/design/flow/orfs finish
==> design/flow/config.mk <==
export PLATFORM = sky130hd
export DESIGN_NAME = Adder4
export DESIGN_NICKNAME = Adder4
export VERILOG_FILES = /design/flow/design.v
export SDC_FILE = /design/flow/constraint.sdc
export NUM_CORES = 4
export LEC_CHECK = 1
export CORE_AREA = 10 10 70 70
export DIE_AREA = 0 0 80 80
==> design/flow/constraint.sdc <==
current_design Adder4

set clk_period 1.6
set clk_io_pct 0.2

create_clock -name clk0 -period $clk_period

set non_clock_inputs [all_inputs -no_clocks]
set_input_delay [expr $clk_period * $clk_io_pct] -clock clk0 $non_clock_inputs
set_output_delay [expr $clk_period * $clk_io_pct] -clock clk0 [all_outputs]
==> design/flow/design.v <==
module Adder4(
    input wire [7:0] A,   
    input wire Ci,        
    output wire [7:0] S,  
    output wire Co        
);
    wire [7:0] B = 8'b00000100;  
    wire [7:0] carry;            
    AdderBit adder0(.A(A[0]), .B(B[0]), .Ci(Ci), .Co(carry[0]), .S(S[0]));
    AdderBit adder1(.A(A[1]), .B(B[1]), .Ci(carry[0]), .Co(carry[1]), .S(S[1]));
    AdderBit adder2(.A(A[2]), .B(B[2]), .Ci(carry[1]), .Co(carry[2]), .S(S[2]));
    AdderBit adder3(.A(A[3]), .B(B[3]), .Ci(carry[2]), .Co(carry[3]), .S(S[3]));
    AdderBit adder4(.A(A[4]), .B(B[4]), .Ci(carry[3]), .Co(carry[4]), .S(S[4]));
    AdderBit adder5(.A(A[5]), .B(B[5]), .Ci(carry[4]), .Co(carry[5]), .S(S[5]));
    AdderBit adder6(.A(A[6]), .B(B[6]), .Ci(carry[5]), .Co(carry[6]), .S(S[6]));
    AdderBit adder7(.A(A[7]), .B(B[7]), .Ci(carry[6]), .Co(Co), .S(S[7]));
endmodule
module AdderBit(input A, B, Ci, output Co, S);
	assign S = ~A& ~B& Ci | ~A& B& ~Ci | A& ~B& ~Ci | A& B& Ci;
	assign Co = ~A& B& Ci | A& ~B& Ci | A& B& ~Ci | A& B& Ci;
endmodule
==> summary.txt <==
Notes on the flow outputs.

- The global-route wire length before repair reads 807 um.
- The synthesized instance count is 20.
- The worst hold slack reads 1.02 ns.
- The routed design shows a wire length per standard cell of 7.04 um.
- Per the slew report, the remaining headroom to the max-slew limit stands at 91.6%.
- The areal power density over the cells reads 216 nW/um^2.
- The count of instantiated cells in the yosys netlist reads 20.
- The mean cell area of the mapped netlist reads 8.76 um^2.
- In this run the maximum-capacitance check reported violations numbering 0.
- The min-delay analysis places its worst path in the category in -> out.
- The number of warnings printed during yosys synthesis is 0.
- The run finished, with violations left.
- The detailed placer reported the number of placed instances as 76.
- The highest ir drop seen on vdd reads 74.2 uV.
- The worst hold path begins at Ci.
- The post-synthesis sequential area ratio reads 0%.
- The data arrival time of the worst path reads 1.85 ns.
- The fraction of final layout cells sized beyond drive strength 1 reads 63.3%.
- The routability-driven placement congestion ratio is 0.742.
- The worst setup margin is -0.570 ns.
- OpenSTA lists the critical path startpoint as A[0].
- STA classifies the critical path endpoint as an output port.
- The horizontal die dimension reads 80 um.
- The core utilization at floorplan reads 5.13%.
- The max-slew violation count reads 0.
- The final non-filler cell total is 76.
- According to the floorplan report, the placeable core area is 3420 um^2.
- In this run the post-CTS setup repair buffer count came out at 0.
- The minimum period implied by the final worst setup slack reads 2.17 ns.
- The number of nets still failing antenna checks after routing reads 0.
- The cell row count is 21.
- The count of routing violations after the opening detailed-route iteration is 1.
- The design has 0 sequential cells.
- The total overflow left after global routing is 0.
- The fraction of post-synthesis cell area in the top cell type by area is 57.1%.
- From synthesis to final layout, the design area changed by 164%.
- For this block, the routed nets add up to 535 um of wire.
- The die is 80 um tall.
- The cell taking the most area after synthesis reads sky130_fd_sc_hd__ha_1.
- After synthesis, the netlist uses 3 different library cells.
- The maximum fanout encountered on the critical timing path reads 1.
- The checks that failed: negative setup slack.
- The critical path is of the in -> out type.
- The total global-route track usage is 1.55%.
- The post-route clock period utilization reads 136%.
- In this run the tools logged warnings totalling 35.
- In this run, post-CTS hold repair placed 0 buffers.
- The number of antenna violations at the first check in global routing is 0.
- The worst-case setup slack after placement reads -1.37 ns.
- The maximum number of pins on one net before global-route repair is 2.
- The actual transition at the worst max-transition pin reads 0.125 ns.
- Per the detail_route report, inserted antenna diodes total 0.
- The leakage power summed over all cells reads 0.178 nW.
- The overall via count from detail_route is 162.
- The number of buffer cells added on primary ports is 18.
- The final number of setup-violating endpoints is 5.
- The number of endpoints with negative hold slack in the final report is 0.
- The tally of clock buffers in the finished layout reads 0.
- Detailed placement finished with a half-perimeter wire length of 535 um.
- Per the detail_route report, DRC violations left total 0.
- The post-synthesis instance area is 175 um^2.
- The first-pass iteration count of the detailed router is 2.
- The required time of the critical path is 1.28 ns.
- The synthesized chip area reported by yosys is 175 um^2.
- The worst setup path is launched from a primary input.
- The detailed-route vias per instance is 2.13.
- The number of global-route vias before repair reads 179.
- Setup repair after global routing could not meet its margin everywhere.
- Registers take 0 um^2.
- The number of top-level pins reads 18.
- For reference, the top cells by area after synthesis are sky130_fd_sc_hd__ha_1 (57%), sky130_fd_sc_hd__buf_4 (34%), sky130_fd_sc_hd__inv_1 (8.6%).
- The area of the die is 6400 um^2.
- The highest achievable clock rate is 0.461 GHz.
- Ranked by instance count, the synthesized netlist is headed by sky130_fd_sc_hd__buf_4 (8), sky130_fd_sc_hd__ha_1 (8), sky130_fd_sc_hd__inv_1 (4).
==> layer usage <==
layer	vias up	track usage, %	share of wire, %
li1	76	-	-
met1	68	1.78	43
met2	18	1.69	22
met3	0	2.16	36
met4	0	0	0
met5	-	0	0
==> layout by cell type, fill, tap and decap left out <==
cell,count
sky130_fd_sc_hd__ha_4,8
sky130_fd_sc_hd__buf_6,8
sky130_fd_sc_hd__clkdlybuf4s50_1,6
sky130_fd_sc_hd__inv_2,3
sky130_fd_sc_hd__dlygate4sd2_1,2
sky130_fd_sc_hd__inv_1,1
sky130_fd_sc_hd__clkdlybuf4s15_1,1
sky130_fd_sc_hd__dlymetal6s2s_1,1
==> critical path, stage by stage <==
cell and delay, ns:
sky130_fd_sc_hd__buf_6 0.10, sky130_fd_sc_hd__ha_4 0.15, sky130_fd_sc_hd__ha_4 0.14, sky130_fd_sc_hd__inv_2 0.05, sky130_fd_sc_hd__ha_4 0.11, sky130_fd_sc_hd__inv_2 0.04, sky130_fd_sc_hd__ha_4 0.15, sky130_fd_sc_hd__ha_4 0.15
sky130_fd_sc_hd__ha_4 0.15, sky130_fd_sc_hd__ha_4 0.15, sky130_fd_sc_hd__ha_4 0.26, sky130_fd_sc_hd__buf_6 0.07
==> where the power goes <==
group / internal, mW / leakage (nW) / switching [mW]
Sequential: 0 / 0 / 0
Clock: 0 / 0 / 0
Combinational: 0.0714 / 0.178 / 0.0286
Total: 0.0714 / 0.178 / 0.0286
==> final cells by class <==
class                      count  area (um^2)
timing repair buffer          18          190
fill                         392         2950
tap                           46         57.6
inverter                       4         15.0
multi-input combinational      8          200
==> logic make-up after synthesis <==
group      share of synthesized area (%)
buf+inv                             42.9
fa+ha+maj                           57.1
==> path summary, 6_finish.rpt <==
path | endpoint | slack, ns | depth (start not counted)
hold / removal | S[1] | 1.02 | 4
setup / recovery | S[7] | -0.57 | 12
==> per-stage QoR <==
stage	power, mW	instance area [um^2]	setup TNS (ns)	util [%]
CTS	0.0928	435	-1.90	12.7
finish	0.100	463	-1.85	13.6
detailed placement	0.0989	453	-7.74	13.3
floorplan	0.0609	290	-1.24	-
global route	0.113	463	-2.01	13.6
global placement	0.0965	453	-7.62	13.3
==> what timing repair did <==
item / 4_1_cts / 5_1_grt
pin swaps: 8 / 0
gates resized: 36 / 5
setup endpoints to repair: 9 / 7
Power and IR drop assume default switching activity.
